File: run.sh
#!/bin/bash
# OpenROAD 26Q1-2900-gdf79404cd8, Yosys 0.63+post, stock flow scripts
make -C /OpenROAD-flow-scripts/flow DESIGN_CONFIG=/design/flow/config.mk WORK_HOME=/design/flow/orfs finish
File: config.mk
export PLATFORM = sky130hd
export DESIGN_NAME = BCD_SSD
export DESIGN_NICKNAME = BCD_SSD
export VERILOG_FILES = /design/flow/design.v
export SDC_FILE = /design/flow/constraint.sdc
export NUM_CORES = 4
export LEC_CHECK = 1
export CORE_AREA = 10 10 70 70
export DIE_AREA = 0 0 80 80
File: constraint.sdc
current_design BCD_SSD

set clk_period 1.0
set clk_io_pct 0.2

create_clock -name clk0 -period $clk_period

set non_clock_inputs [all_inputs -no_clocks]
set_input_delay [expr $clk_period * $clk_io_pct] -clock clk0 $non_clock_inputs
set_output_delay [expr $clk_period * $clk_io_pct] -clock clk0 [all_outputs]
File: design.v
module display(output reg [7:0] dig,
               output wire [3:0] sel,
               input clk  );
					wire clk1,clk2;
					wire locked;
					wire [15:0] BCD;
					wire [27:0] SSD;
					reg  [19:0] counter;
					supply0 areset;
					supply0 tr;
			PLL P(areset,clk,clk1,clk2,locked);
			BIN_BCD D(BCD,{1'B0,counter[19:8]},clk2,tr);
			decoder d(sel,counter[4:3]);
			BCD_SSD ssd[3:0](SSD,BCD);
			always@(posedge clk1) counter <= counter + 1'b1;
			always@(*) 
			begin
			case(counter[4:3])
			   2'b00    :  dig[7:0] = {1'b1,SSD[6:0]};
			   2'b01    :  dig[7:0] = {1'b1,SSD[13:7]};
				2'b10    :  dig[7:0] = {1'b1,SSD[20:14]};
				2'b11    :  dig[7:0] = {1'b1,SSD[27:21]};
		   endcase 
				end	
endmodule
module decoder(output reg [3:0] out,
               input [1:0] in    );
			always@(*) 
	         begin
			   case(in)
		      2'b00    :  out = 4'b1110;
			   2'b01    :  out = 4'b1101;
				2'b10    :  out = 4'b1011;
				2'b11    :  out = 4'b0111;
		      endcase 
				end
endmodule 
module BCD_SSD(output [6:0] out,
               input  [3:0] in   );
					wire A,B,C,D;
					reg a,b,c,d,e,f,g;
					assign {A,B,C,D} = in;
					assign out = {!g,!f,!e,!d,!c,!b,!a};
always @(*)
begin
 a <= ((~B & ~D ) | A | C | (B&D));
 b <= ( ~B | (~C & ~D ) | (C&D));
 c <= ( B | (~C) | D );
 d <= ((~B & ~D ) | A | (C & ~D) | (~A & ~B & C ) | (B & ~C  & D));
 e <= ((~B & ~D) | (C & ~D));
 f <= ((~C & ~D) | A | (B & ~C) | (B & ~D));
 g <= ( A | (~A & ~B & C) | (B & ~C) | (B & ~D));
end
endmodule
==> Slide: Implementation Results <==
Implementation Results

Die
  – I/O pin total: 11
  – Core ar.: around 0.0034 sq mm
  – Die Span Y: 80 um
  – Die width: ~80 um
  – Die Area: ~0.0064 sq mm
  – Row count: 21
  – Fp_density: under 10%

Placement
  – IO buf count: 11
  – Post-DP Area: just under 300 sq um
  – Final estimated routing congestion in global placement: between 0.7 and 0.8
  – Post-place setup slack: -900.6 ps
  – Dpl cells: roughly 76

Cells and area
  – Fraction of layout cells with a size suffix above 1: between 60 and 70%
  – Clock buffer count: 0
  – Top cells excl fill/tap: buf_6, buf_2, buf_4
  – Most frequent logic cell in the layout: buf_6
  – Flop area: 0 sq um
  – Design Area, Final: around 320 sq um
  – Finished Core Util: under 10%
  – Post-Layout Cell Count: just under 80
  – Seq Cell Count: 0
  – Synth-to-Final Area Change: 201.2%

STA
  – Setup_tns: -146.9 ps
  – RSZ-0062 raised after global routing: yes
  – Final setup margin: -97.01 ps
  – Worst-Margin Slew: approximately 210 ps
  – Fmax: ~0.91 GHz
  – Final critical-path share of the clock period: 109.7%
  – Shortest period the worst path allows: 1097 ps
  – Hold Fails Final Rpt: 0
  – Slew Limit Fails: 0
  – Setup violations, final: 3
  – Max_slew headroom: 86.02%

Setup path
  – Delay-heaviest family, CP: simple AND/OR/NAND/NOR gates
  – Max Fanout on Critical Path: 4
  – Req. time, crit path: ~800 ps
  – CP startpoint kind: input port
  – Crit Path Class: input port to output port
  – Slowest cell on crit path: or2_0
  – Crit path buf inv count: 2
  – Worst Setup End Kind: output port
  – CP peak stage delay: around 190 ps
  – Crit path DAT: approximately 900 ps
  – Crit path cell chain: buf_8 > nand2b_4 > or2_0 > a21oi_1 > buf_2

Detailed routing
  – Antenna Cells: 0
  – Vias/cell: 2.128
  – Routed WL: just under 500 um
  – Routed via count: ~170
  – DRT iter0 DRCs: 6
  – DRC errors left: 0
  – Final ANT Viol Nets: 0
  – Drt pass-1 iters: 2
  – Avg WL per Cell: about 6.2 um

Global routing
  – Largest net degree at the start of global routing: 6
  – First-pass GRT wire length: 779 um
  – Initial antenna violation count: 0
  – Vias in the first global route: about 160
  – Total GRT Usage: under 10%
  – Overflow after GRT: 0

Hold path
  – Hold crit path type: input port to output port

Logic synthesis
  – Chip Area, Yosys: about 110 sq um
  – Post-Syn Area per Cell: between 6 and 7 sq um
  – # Cells Yosys: 17
  – Mapped Cells: 17
  – Top cells by area: a21oi_1, nand2b_4, nand3_1, xnor2_1, xor2_1
  – Syn Std Cell Area: approximately 110 sq um
  – Post-synth top area share: between 10% and 20%
  – Cell taking the most area after synthesis: a21oi_1
  – Synth Seq Share: 0%
  – Synth warn: 1
  – Cell Type Count: 14

Status
  – Failing checks: negative setup slack
  – Status: finished, violations left

Power and ir drop
  – PwrDens: between 300 and 400 mW/mm^2
  – Leak: approximately 0.00014 uW
  – Worst VDD drop: roughly 0.000052 V

Flow run
  – Maxcap violations: 0
  – Log Warnings: 34
==> path summary, 6_finish.rpt <==
path / slack, ps / to / start / cells past startpoint
worst max-delay path: -100 / out[3] / in[1] / 5
worst min-delay path: 640 / out[4] / in[0] / 3
==> power breakdown <==
part	internal [uW]	switching (uW)
Combinational	70.7	39.6
Sequential	0	0
Clock	0	0
Total	70.7	39.6
==> cell usage after synthesis, drive strengths merged <==
cell type / count
nand3: 2
nand2: 1
buf: 1
nor3: 1
xor2: 1
nand2b: 2
and2: 1
or2: 2
xnor2: 1
a21oi: 3
or2b: 1
nor2: 1
==> cells by family (layout without fill, tap and decap cells) <==
family / Yosys count / after routing / synth area share, %
xor+xnor: 2 / 2 / 16.28
buf+inv: 1 / 16 / 4.647
simple gates: 11 / 11 / 65.12
compound gates: 3 / 3 / 13.95
==> area by class of cell <==
| class | instances | area [sq um] |
|---|---|---|
| fillers | 407 | 3092 |
| repair buffers | 16 | 137.6 |
| multi-input cells | 16 | 128.9 |
| well taps | 46 | 57.56 |
==> metal layers <==
layer | routed length [um] | share of wire (%) | vias up | GRT usage (%)
met1 | 215 | 45 | 74 | 1.714
met4 | 0 | 0 | 0 | 0
met2 | 226 | 47 | 5 | 2.568
met5 | 0 | 0 | - | 0
li1 | - | - | 87 | -
met3 | 41 | 8.5 | 0 | 0.3409
==> worst min-delay path, stage by stage <==
cell,delay [ps]
buf_6,80
or2b_1,80
clkbuf_2,80
==> timing repair <==
item / 4_1_cts / 5_1_grt
endpoints found under the setup margin: 7 / 5
hold buffers: 0 / 0
pin swaps: 5 / 3
buffers inserted: 2 / 0
resized: 44 / 4
==> through the flow <==
stage	hold slack (ps)	power (uW)
after global routing	666.8	120.2
after global placement	1421	98.41
after floorplan	410.6	30.10
final	640.6	110.3
after CTS	731.0	106.3
after detailed placement	1418	98.93
Power figures rest on the tool's default switching activity, not on a simulated workload.
